**flow/run.sh**
```bash
#!/bin/bash
# OpenROAD 26Q1-2900-gdf79404cd8, Yosys 0.63+post, stock flow scripts
make -C /OpenROAD-flow-scripts/flow DESIGN_CONFIG=/design/flow/config.mk WORK_HOME=/design/flow/orfs finish
```
**flow/config.mk**
```make
export PLATFORM = sky130hd
export DESIGN_NAME = modulator
export DESIGN_NICKNAME = modulator
export VERILOG_FILES = /design/flow/design.v
export SDC_FILE = /design/flow/constraint.sdc
export NUM_CORES = 4
export LEC_CHECK = 1
export CORE_UTILIZATION = 40
```
**flow/constraint.sdc**
```tcl
current_design modulator

set clk_period 5.1
set clk_io_pct 0.2

create_clock -name clk0 -period $clk_period [get_ports {g_clk_tx}]

set non_clock_inputs [all_inputs -no_clocks]
set_input_delay [expr $clk_period * $clk_io_pct] -clock clk0 $non_clock_inputs
set_output_delay [expr $clk_period * $clk_io_pct] -clock clk0 [all_outputs]
```
**flow/design.v**
```verilog
module modulator(
  input g_clk_tx,
  input reset, enable,
  input [7:0] data_in,
  output logic[7:0] data_out
);
logic [7:0] addr;
logic phase, to_send;
logic [3:0] bit_to_send;
logic [4:0] cont_bits;
always_ff @( posedge g_clk_tx or negedge reset )
begin  
	if(~reset)
	begin
		bit_to_send = 1'b0;
		phase = 1'b0;
		cont_bits = 5'b0;
		to_send = 1'b0;
	end  
	else if(enable) begin
		if(to_send == 1'b0 && bit_to_send < 8) begin     
			if(bit_to_send > 0) begin
				if(data_in[bit_to_send-1] == 1'b1 && data_in[bit_to_send] == 1'b0 || data_in[bit_to_send-1] == 1'b1 && data_in[bit_to_send] == 1'b1)
					phase = ~phase;
			end
			if( phase == 1'b0 ) begin 	 
				if( data_in[bit_to_send] == 1'b0 )
					addr = 8'b0;
				else if( data_in[bit_to_send] == 1'b1 )
					addr = 8'd32;
			end
			else if (phase == 1'b1) begin  
				if( data_in[bit_to_send] == 1'b0 )
					addr = 8'd64;
				else if( data_in[bit_to_send] == 1'b1 )
					addr = 8'd96;
			end
			to_send = 1'b1;
		end
		if(to_send == 1'b1 )begin
			case(addr)
				0 : data_out = 128;
				1 : data_out = 154;
				2 : data_out = 178;
				3 : data_out = 201;
				4 : data_out = 220;
				5 : data_out = 236;
				6 : data_out = 247;
				7 : data_out = 254;
				8 : data_out = 255;
				9 : data_out = 251;
				10 : data_out = 242;
				11 : data_out = 228;
				12 : data_out = 211;
				13 : data_out = 190;
				14 : data_out = 166;
				15 : data_out = 141;
				16 : data_out = 115;
				17 : data_out = 90;
				18 : data_out = 66;
				19 : data_out = 45;
				20 : data_out = 28;
				21 : data_out = 14;
				22 : data_out = 5;
				23 : data_out = 1;
				24 : data_out = 2;
				25 : data_out = 9;
				26 : data_out = 20;
				27 : data_out = 35;
				28 : data_out = 55;
				29 : data_out = 78;
				30 : data_out = 102;
				31 : data_out = 128;
				32 : data_out = 128;
				33 : data_out = 141;
				34 : data_out = 154;
				35 : data_out = 166;
				36 : data_out = 178;
				37 : data_out = 190;
				38 : data_out = 200;
				39 : data_out = 211;
				40 : data_out = 220;
				41 : data_out = 228;
				42 : data_out = 236;
				43 : data_out = 242;
				44 : data_out = 247;
				45 : data_out = 251;
				46 : data_out = 254;
				47 : data_out = 255;
				48 : data_out = 255;
				49 : data_out = 254;
				50 : data_out = 251;
				51 : data_out = 247;
				52 : data_out = 242;
				53 : data_out = 236;
				54 : data_out = 228;
				55 : data_out = 220;
				56 : data_out = 211;
				57 : data_out = 201;
				58 : data_out = 190;
				59 : data_out = 178;
				60 : data_out = 166;
				61 : data_out = 154;
				62 : data_out = 141;
				63 : data_out = 128;
				64 : data_out = 128;
				65 : data_out = 102;
				66 : data_out = 78;
				67 : data_out = 55;
				68 : data_out = 36;
				69 : data_out = 20;
				70 : data_out = 9;
				71 : data_out = 2;
				72 : data_out = 1;
				73 : data_out = 5;
				74 : data_out = 14;
				75 : data_out = 28;
				76 : data_out = 45;
				77 : data_out = 66;
				78 : data_out = 90;
				79 : data_out = 115;
				80 : data_out = 141;
				81 : data_out = 166;
				82 : data_out = 190;
				83 : data_out = 211;
				84 : data_out = 228;
				85 : data_out = 242;
				86 : data_out = 251;
				87 : data_out = 255;
				88 : data_out = 253;
				89 : data_out = 247;
				90 : data_out = 236;
				91 : data_out = 220;
				92 : data_out = 200;
				93 : data_out = 178;
				94 : data_out = 153;
				95 : data_out = 128;
				96 : data_out = 128;
				97 : data_out = 115;
				98 : data_out = 102;
				99 : data_out = 90;
				100 : data_out = 77;
				101 : data_out = 66;
				102 : data_out = 55;
				103 : data_out = 45;
				104 : data_out = 36;
				105 : data_out = 28;
				106 : data_out = 20;
				107 : data_out = 14;
				108 : data_out = 9;
				109 : data_out = 5;
				110 : data_out = 2;
				111 : data_out = 1;
				112 : data_out = 1;
				113 : data_out = 2;
				114 : data_out = 5;
				115 : data_out = 9;
				116 : data_out = 14;
				117 : data_out = 20;
				118 : data_out = 28;
				119 : data_out = 36;
				120 : data_out = 45;
				121 : data_out = 55;
				122 : data_out = 66;
				123 : data_out = 77;
				124 : data_out = 90;
				125 : data_out = 102;
				126 : data_out = 115;
				127 : data_out = 128;
			endcase
			if(cont_bits + 1'b1 <= 31) begin
				cont_bits += 5'b1;
				addr += 5'b1;
			end
			else if(bit_to_send < 4'd8)begin
				cont_bits = 5'b0;
				addr = 5'b0;
				to_send = 1'b0;
				bit_to_send += 1'b1;
			end
		end	
	end
end
endmodule
```
==> impl_metrics.yaml <==
# physical design summary
run_status:
  status: "complete, no violations"
clock_tree:
  max-clock-path-buffers: 2
  clock_latency_ns: 0.28
  ctsHoldBuffers: 0
  clkSinkCount: 27
  htreeDepth: 1
  cts_root_buf: "clkbuf_8"
  cts_setup_buffers: 0
  numCtsBuffers: 3
  cts-resized-gates: 0
  cts_tree: "done"
  clk_pin_slew_ns: 0.10
grt:
  grt-ovfl-total: 0
  grt_pass1_vias: 3357
  grt_pass1_wl_mm: 18.3
  grt_max_degree: 25
  grt_antenna_before_repair: 0
  grtUsageTotal_pct: 28.0
critical_path:
  max_stage_delay_ns: 0.64
  crit_slowest_cell: "a2111oi_0"
  critical_path_class: "reg -> reg"
  reg2reg_slack_ns: 0.73
  crit_required_ns: 5.03
  worstSetupStartpointType: "flip-flop"
  cpLargestDelayFamily: "AND-OR/OR-AND gates"
  crit_path_end_kind: "flip-flop"
  arrival_ns: 4.30
  crit_path_frequent_cell: "nand2_1"
  worstPathMaxFanout: 22
  crit_path_cell_trace: "or2_2 -> nand2_1 -> inv_1 -> ha_1 -> and3_1 -> o21ai_0 -> a21oi_1 -> nor3_1 -> nand2_1 -> a2111oi_0 -> a31oi_1"
  crit_buf_inv: 1
synthesis:
  synth_warnings: 1
  top_area_share_pct: 14.2
  flop_cell: "edfxtp_1"
  yosys-stat-area_um2: 3390
  top_cells_by_area: "edfxtp_1 14%, dfrtp_1 8.1%, nand2_1 4.8%"
  ys_cells: 453
  yosysSeqAreaShare_pct: 22.3
  synth.cell_area_um2: 3390
  synth-edff-count: 16
  async_reset_ff_share_pct: 40.7
  synth.distinct_cells: 72
  syn-instance-count: 453
  largest_area_cell: "edfxtp_1"
  ys_ff: 27
  synth.avg_cell_area_um2: 7.49
detailed_routing:
  ant_nets: 0
  drt_iter0_drc: 361
  wl_mm: 11.3
  drc: 0
  vias: 3721
  viasPerCell: 6.68
  wire_per_inst_um: 20.3
  drt-pass1-iter-count: 6
layout:
  logic_area_um2: 2430
  fill_cells: 808
  flop_area_um2: 756
  drive_gt1_share_pct: 6.21
  synthToLayoutAreaGrowth_pct: 8.49
floorplanning:
  dieArea_um2: 8850
  core-area_um2: 8220
  num_rows: 33
  floorplanUtilization_pct: 41.3
  die_w_um: 94.1
  die_h_um: 94.1
  io_pins: 19
job:
  tool_warnings: 32
  maxCapViolations: 0
place:
  portBuffers: 18
  gp_congestion: 1.01
  place_hpwl_mm: 8.72
sta:
  post-route-period-util_pct: 85.7
  slew_headroom_pct: 47.3
  slew_viol_final: 0
  hold_viol_final: 0
  finalSetupViolCount: 0
  skew_ns: 0.00738
  holdWs_ns: 0.504
  rsz0062_at_grt: "false"
  period_minus_slack_ns: 4.37
  tightest_slew_ns: 0.786
  finalSetupTns_ns: 0
  fmax_mhz: 229
min_path:
  hold_path_class: "reg -> reg"
power_and_ir_drop:
  peakVddDrop_v: 0.000238
  power.density_nw_per_um2: 300
  p_leak_nw: 1.41
==> area by class of cell <==
cell class / count / share of cell area (%)
Timing Repair Buffer: 27 / 6.73
Sequential cell: 27 / 20.5
Clock inverter: 1 / 0.238
Multi-Input combinational cell: 377 / 66.1
Tap cell: 105 / 3.57
Clock buffer: 3 / 1.12
Inverter: 16 / 1.63
Antenna cell: 1 / 0.0680
==> where the power goes <==
group / total, mW / switching [mW] / internal [mW]
clock network: 0.130 / 0.0724 / 0.0574
logic: 0.602 / 0.353 / 0.249
registers: 0.372 / 0.0731 / 0.299
total: 1.10 / 0.498 / 0.606
==> per-stage QoR <==
step	power, mW	area, um^2	cells	utilization, %	worst slack, ns
3_5_place_dp	0.967	3630	552	44.1	0.588
2_1_floorplan	0.827	3390	453	-	1.46
6_report	1.10	3680	557	44.8	0.731
3_3_place_gp	0.970	3630	552	44.1	0.658
4_1_cts	1.10	3680	556	44.7	0.851
5_1_grt	1.20	3680	556	44.7	0.439
==> state kept, by name, indices dropped and copies added (netlist names) <==
name / flops
data_out: 8
addr: 8
phase: 1
bit_to_send: 4
cont_bits: 5
to_send: 1
==> cells in the mapped netlist (all sizes together) (11+ instances only) <==
cell,count
dfrtp,11
nand2b,11
clkbuf,25
inv,16
nand4,16
nand2,44
o21ai,31
a21oi,26
edfxtp,16
nand3,29
o22ai,14
nor2,31
==> metal layers <==
metal	part of all wire (%)	vias to the layer above	global-route usage (%)
li1	-	1748	-
met1	43	1732	41.7
met2	44	194	41.1
met3	7.1	47	3.29
met4	6.0	0	13.2
met5	0	-	0
==> logic make-up after synthesis <==
group,share of synthesized area [%]
simple gates,31.4
compound gates,30.1
buf+inv,6.01
flops,22.3
mux,4.02
xor+xnor,2.84
fa+ha+maj,3.32
==> cell usage in the layout (no fill, tap or decap), types with 5 or more instances in the layout <==
| master | instances |
|---|---|
| nand4_1 | 16 |
| nand3b_1 | 6 |
| nand2_1 | 43 |
| o22ai_1 | 14 |
| clkdlybuf4s50_1 | 18 |
| ha_1 | 9 |
| nor2_1 | 31 |
| a21oi_1 | 26 |
| o21ai_0 | 29 |
| a31oi_1 | 7 |
| inv_1 | 16 |
| nand2b_1 | 11 |
| dfrtp_1 | 11 |
| nor3_1 | 8 |
| a22oi_1 | 5 |
| buf_4 | 9 |
| mux2i_1 | 8 |
| nand3_1 | 29 |
| o211a_1 | 5 |
| edfxtp_1 | 16 |
| nor2b_1 | 8 |
| xnor2_1 | 7 |
| nor3b_1 | 5 |
| and2_1 | 5 |
| o31ai_1 | 5 |
| o211ai_1 | 6 |
| nor4_1 | 5 |
| and3_1 | 9 |
==> worst paths after layout <==
kind | to | depth (start not counted) | start
setup / recovery | data_out[7] | 11 | bit_to_send[3]
hold / removal | cont_bits[3] | 1 | cont_bits[3]
setup reg to reg | data_out[7] | 11 | bit_to_send[3]
hold reg to reg | cont_bits[3] | 1 | cont_bits[3]
max in group asynchronous | phase | 1 | reset
min in group asynchronous | cont_bits[2] | 1 | reset
Power is estimated from default activity; no workload was simulated.
